==> /design/flow/config.mk <==
export PLATFORM = sky130hd
export DESIGN_NAME = BRAM
export DESIGN_NICKNAME = BRAM
export VERILOG_FILES = /design/flow/design.v
export SDC_FILE = /design/flow/constraint.sdc
export NUM_CORES = 4
export LEC_CHECK = 1
export CORE_UTILIZATION = 50
==> /design/flow/constraint.sdc <==
current_design BRAM

set clk_period 11.9
set clk_io_pct 0.2

create_clock -name clk0 -period $clk_period [get_ports {clk}]

set non_clock_inputs [all_inputs -no_clocks]
set_input_delay [expr $clk_period * $clk_io_pct] -clock clk0 $non_clock_inputs
set_output_delay [expr $clk_period * $clk_io_pct] -clock clk0 [all_outputs]
==> /design/flow/design.v <==
module BRAM #(
    parameter int ADDR_WIDTH = 4,
    parameter int DATA_WIDTH = 8
) (
    input  logic            clk,
    input  logic            rst,
    input  logic                     wr_en,
    input  logic [ADDR_WIDTH-1:0]    wr_addr,
    input  logic [DATA_WIDTH-1:0]    wr_data,
    input  logic [ADDR_WIDTH-1:0]    rd_addr,
    output logic [DATA_WIDTH-1:0]    rd_data
);
    logic [2**ADDR_WIDTH-1:0][DATA_WIDTH-1:0] mem;
    always_ff @(posedge clk) begin
        if (rst) begin
        end else if (wr_en) begin
            mem[wr_addr] <= wr_data;
        end
    end
    always_ff @(posedge clk) begin
        if (rst)
          rd_data <= '0;
        else
          rd_data <= mem[rd_addr];
    end
endmodule
==> /design/flow/run.sh <==
#!/bin/bash
# OpenROAD 26Q1-2900-gdf79404cd8, Yosys 0.63+post, stock flow scripts
make -C /OpenROAD-flow-scripts/flow DESIGN_CONFIG=/design/flow/config.mk WORK_HOME=/design/flow/orfs finish
==> impl_metrics.yaml <==
# physical design summary
global_route:
  grt.overflow.total: 0
  grt_first_pass_wirelength_mm: 23.7
  pin_count_of_the_biggest_net_entering_global_routing: 59
  initial_antenna_violation_count: 0
  first_global_vias: 4135
  combined_global_route_utilization_of_all_metal_layers_pct: 24.3
setup_path:
  cp_data_arrival_time_ns: 5.14
  critPathBufInv: 3
  critPathMaxFanout: 36
  crit_slowest_cell: "clkdlybuf4s50_1"
  cp_data_required_time_ns: 12.06
  cp_startpoint_kind: "input pin"
  crit_path_max_incr_delay_ns: 0.60
  critical_path.cell_chain: "clkdlybuf4s50_1 > clkinv_1 > ha_1 > o21bai_1 > a21oi_2 > buf_4 > nand3_1 > mux2_2"
  regToRegSetupSlack_ns: 10.31
  cp-end-kind: "flop"
  path_delay_family: "buffers and inverters"
  timing.setup.critical_path_class: "in -> reg"
place:
  routabilityCongestion: 0.851
  placement.io_buffers: 26
  place_worst_setup_slack_ns: 6.52
  hpwlAfterDp_mm: 9.77
routing:
  drt-initial-drc-count: 279
  route.vias.total: 3994
  detail_route.vias_per_cell: 6.31
  drt-total-wl_mm: 14.9
  route.detailed.drc: 0
  detail_route.antenna_diodes: 0
  detail_route.wl_per_cell_microns: 23.6
  pre_repair_dr_iteration_count: 5
  ant_nets: 0
timing:
  setup-violations-final: 0
  hold_viol: 0
  maxClockFrequency_mhz: 201
  final_clock_skew_ns: 0.00286
  timing_max_transition_violations_final: 0
  worst_slew_pin_slew_ns: 0.875
  setup_slack_ns: 6.92
  tns_ns: 0
  finalCritPeriodShare_pct: 41.9
  fin_crit_ns: 4.98
  relSlewSlack_pct: 41.5
  grt_setup_unrepaired: "false"
floorplan:
  die-width_microns: 119
  top_level_ports: 27
  fp_util_pct: 51.4
  core_sq_um: 13300
  dieHeight_microns: 119
  fp-row-count: 42
  die_area_sq_um: 14200
power:
  p_seq_share_pct: 45.9
  total_leakage_power_nw: 2.72
  total_power_mw: 1.22
  comb_power_share_pct: 9.6
  power_switching_mw: 0.259
  power_density_nw_per_um2: 156
  switching_share_pct: 21.1
  clockPowerShare_pct: 44.4
  intPower_mw: 0.964
  max-vdd-ir-drop_mv: 0.114
synth:
  synth.yosys.num_cells: 423
  syn-mean-instance-area_sq_um: 16.2
  synth.ff_latch_count: 136
  synthFlopType: "edfxtp_1"
  synth.top_cells.by_count: "edfxtp_1 (128), mux2_2 (70), a32o_1 (30)"
  synthDistinctLibCells: 40
  synth_top_cell_by_count: "edfxtp_1"
  area_share_of_the_leading_cell_type_in_the_synthesized_netlist_pct: 56.2
  top_cells_by_area: "edfxtp_1 (56%), mux2_2 (12%), mux4_2 (9.2%), a32o_1 (4.4%), a22o_1 (2.6%)"
  number_of_warnings_issued_by_yosys: 1
  synthArstFlopShare_pct: 0
  synth-seq-area-share_pct: 58.5
  synthesized_chip_area_reported_by_yosys_sq_um: 6840
  syn-cell-area_sq_um: 6840
  synth-edff-count: 128
  post_synth_inst_count: 423
  yosys.area.top_type: "edfxtp_1"
status:
  outcome: "complete, no violations"
clock_tree:
  inserted_clock_buffers: 17
  cts.clk_slew.worst_paths_ns: 0.06
  cts-resized-gates: 0
  htree_num_levels: 4
  cts_tree: "built"
  post-cts-setup-buffer-count: 0
  ctsHoldBuffers: 0
  cts.sink_count: 136
  worst_skew_pair.late_latency_ns: 0.41
  cts_buffer_depth: 2
  ctsRootBufferMaster: "clkbuf_16"
job:
  openroad.warnings: 25
  drv.max_cap_violation_count: 0
cells_and_area:
  fraction_of_layout_cells_with_a_size_suffix_above_1_pct: 32.4
  final.fill_count: 997
  synthToLayoutAreaGrowth_pct: 14.6
worst_hold_path:
  hp-class: "reg -> reg"
[worst reg2reg max path: stages, from the launching register on]
cell and delay, ns:
edfxtp_1 0.38, mux4_2 0.52, a22o_1 0.20, a221o_1 0.37
[per-layer routing]
metal  up-vias  track usage [%]  wire length (microns)
li1       1814                -                      -
met1      2050             39.6                   6530
met2       115             35.0                   7060
met3        15             10.7                   1190
met4         0             2.45                    163
met5         -                0                      0
[through the flow]
step | hold WS, ns | std cells | util [%] | area [sq um]
final | 0.560 | 633 | 59.0 | 7840
after floorplan | 0.517 | 423 | - | 6840
after CTS | 0.566 | 633 | 59.0 | 7840
after global routing | 0.575 | 633 | 59.0 | 7840
after global placement | 0.543 | 601 | 54.3 | 7220
after detailed placement | 0.552 | 601 | 54.3 | 7220
[kinds of logic (layout without fill, tap and decap cells)]
logic type,count (synthesis),in the layout,share of synthesized area [%]
mux,124,124,25.0
compound gates,70,70,9.22
xor+xnor,1,1,0.128
flops,136,136,58.5
buf+inv,34,68,2.38
fa+ha+maj,2,2,0.366
simple gates,56,56,4.41
[placed cells by master (no fill, tap or decap), drive strengths merged, types with 3 or more instances in the layout]
master and instances:
a221o 4, a22o 20, a22oi 4, a32o 30, and3 4, buf 7
bufinv 3, clkbuf 24, clkdlybuf4s50 25, clkinv 5, dfxtp 8, edfxtp 128
inv 3, mux2 80, mux2i 16, mux4 28, nand2 10, nand2b 3
nand3 3, nor2 13, nor2b 3, nor3 6, o21ai 5, o22ai 4
or3 6
[layout make-up]
cell class | count | area [sq um] | share of cell area [%]
clock buffers | 24 | 502 | 6.40
clock inverters | 8 | 118 | 1.50
inverters | 4 | 15.0 | 0.192
multi-input cells | 253 | 2680 | 34.2
flip-flops and latches | 136 | 4000 | 51.1
well taps | 176 | 220 | 2.81
repair buffers | 32 | 300 | 3.83
[sequential cells by signal, summed over array words and instances, names as in the netlist]
| signal | count |
|---|---|
| mem | 128 |
| rd_data | 8 |
[worst paths after layout]
path              startpoint          to  cells past startpoint
hold reg to reg      mem[54]     mem[54]                      1
hold / removal       mem[54]     mem[54]                      1
setup / recovery  wr_addr[0]     mem[20]                      8
setup reg to reg     mem[63]  rd_data[7]                      3
[power by group through the flow]
stage / combinational, mW / sequential, mW / clock [mW]
after CTS: 0.119 / 0.562 / 0.553
final: 0.118 / 0.562 / 0.544
after global routing: 0.128 / 0.564 / 0.571
Power and IR drop assume default switching activity.
