==> flow/config.mk <==
export PLATFORM = sky130hd
export DESIGN_NAME = RAM_param
export DESIGN_NICKNAME = RAM_param
export VERILOG_FILES = /design/flow/design.v
export SDC_FILE = /design/flow/constraint.sdc
export NUM_CORES = 4
export LEC_CHECK = 1
export CORE_UTILIZATION = 40
==> flow/design.v <==
module RAM_param #(
    parameter int ADDR_WIDTH = 4,            
    parameter int DATA_WIDTH = 8             
) (
    input  logic                     clk,
    input  logic                     rst,
    input  logic                     wr_en,
    input  logic [ADDR_WIDTH-1:0]    wr_addr,
    input  logic [DATA_WIDTH-1:0]    write_data,
    input  logic [ADDR_WIDTH-1:0]    rd_addr,
    output logic [DATA_WIDTH-1:0]    read_data
);
    logic [2**ADDR_WIDTH-1:0][DATA_WIDTH-1:0] mem;
    always_ff @(posedge clk) begin
        if (rst) begin
        end else if (wr_en) begin
            mem[wr_addr] <= write_data;
        end
    end
    always_ff @(posedge clk) begin
        if (rst)
          read_data <= '0;
        else
          read_data <= mem[rd_addr];
    end
endmodule
==> flow/constraint.sdc <==
current_design RAM_param

set clk_period 9.5
set clk_io_pct 0.2

create_clock -name clk0 -period $clk_period [get_ports {clk}]

set non_clock_inputs [all_inputs -no_clocks]
set_input_delay [expr $clk_period * $clk_io_pct] -clock clk0 $non_clock_inputs
set_output_delay [expr $clk_period * $clk_io_pct] -clock clk0 [all_outputs]
==> flow/run.sh <==
#!/bin/bash
# OpenROAD 26Q1-2900-gdf79404cd8, Yosys 0.63+post, stock flow scripts
make -C /OpenROAD-flow-scripts/flow DESIGN_CONFIG=/design/flow/config.mk WORK_HOME=/design/flow/orfs finish
==> impl_metrics.toml <==
# flow metrics
[global_routing]
grtUsageTotal_pct = 19.9
grt_max_degree = 64
grt_pass1_wl_um = 24700
antenna_found_initial = 0
grt_pass1_vias = 4343
overflow = 0

[drt]
wl_met2_um = 7160
n_antenna_cell = 0
wl_met3_um = 1520
wl_per_cell_um = 22.8
first_pass_iters = 5
top_layer_used = "met4"
vias = 4048
routed_via_density = 6.01
drt-total-wl_um = 15300
met1_length_um = 6390
drc_errors = 0
initialDrtViolationCount = 263
antenna_left = 0

[pwr]
p_comb_share_pct = 10.4
p_per_area_nw_per_um2 = 184
pwr-share-clk_pct = 40.3
peakVddDrop_uv = 111
p_leak_uw = 0.00266
switchingPower_uw = 316
seqPwrFrac_pct = 49.3
swShare_pct = 22.2
internal_power_uw = 1110
finalPower_uw = 1430

[clocking]
clock_sinks = 136
cts.htree.levels = 4
cts_tree = "yes"
post_cts_resized = 0
root_buffer = "clkbuf_16"
cts_buffer_depth = 2
hold_buffers = 0
worstSkewPairLatency_ps = 420
cts_buffers = 17
cts_setup_buffers = 0
path_clk_slew_ps = 50

[worst_setup_path]
regToRegEndpoint = "read_data[5]"
critPathRequiredTime_ps = 9660
regToRegSetupSlack_ps = 7910
worstReg2RegStart = "mem[61]"
cp.arrival_ps = 4720
worstSetupPathType = "input port to flip-flop"
critPathMaxFanout = 36
endpoint_kind = "flip-flop"
r2r_cells = 3
start_kind = "input port"

[final_timing]
finalSetupViolations = 0
drv_slew = 0
fin_crit_ps = 4560
slew-limit-headroom_pct = 41.8
hold_viol_final = 0
tns_ps = 0
fmaxAchievable_mhz = 219
finalClockPeriodUsage_pct = 48.0
finClkSkew_ps = 10.0
worst_pin_slew_ps = 873
rsz0062_at_grt = "no"

[yosys]
ys_types = 40
ys_cells = 423
ys_ff = 136
async_reset_ff_share_pct = 0
netlist_area_um2 = 6840
synth-edff-count = 128
ys.flop_type = "edfxtp_1"
netlist_instances = 423
postSynthAreaPerCell_um2 = 16.2
yosys_warnings = 1
yosys-stat-area_um2 = 6840
ys_seq_share_pct = 58.5

[worst_hold_path]
hold_depth = 1
min_from = "mem[113]"
min_path_type = "flip-flop to flip-flop"
min_to = "mem[113]"

[floorplanning]
fp.dieW_um = 133
dieArea_um2 = 17600
initCoreUtil_pct = 41.1
fp.dieH_um = 133
core_um2 = 16600
rows = 47
num_io_pins = 27

[placement]
io_buffers = 26
place_congestion = 0.878
hpwl_um = 10000

[layout]
mostFrequentLayoutCells = "128 x edfxtp_1, 70 x mux2_2, 30 x a32o_1"
area_growth_pct = 13.6
final_common_cell = "edfxtp_1"
drive_above_1_share_pct = 30.7

[run]
max_cap_viol_count = 0
tool_warnings = 25

[status]
status = "finished clean"
==> worst max path at each step <==
stage               from       to  slack [ps]
global route  wr_addr[0]  mem[21]        4720
finish        wr_addr[0]  mem[17]        4940
CTS           wr_addr[0]  mem[17]        4920
==> synthesized netlist by cell type, types with 2 or more instances <==
cell	instances	area, um^2
edfxtp_1	128	3840
mux2_2	70	788
a32o_1	30	300
mux4_2	28	631
a22o_1	20	175
mux2i_1	16	160
buf_2	13	65.1
clkbuf_1	13	48.8
nor2_1	13	48.8
nand2_1	10	37.5
dfxtp_1	8	160
mux2_1	6	67.6
nor3_1	6	30.0
or3_1	6	37.5
a221o_1	4	40.0
a22oi_1	4	30.0
and3_1	4	25.0
mux2_4	4	60.1
o22ai_1	4	25.0
buf_4	3	22.5
inv_1	3	11.3
nand2b_1	3	18.8
nand3_1	3	15.0
nor2b_1	3	18.8
ha_1	2	25.0
nand4_2	2	25.0
o21ai_0	2	10.0
o21ai_2	2	17.5
or2_2	2	12.5
==> worst max-delay path, cell delays in order <==
cell and delay, ps:
clkdlybuf4s50_1 580, clkinv_1 240, ha_1 340, o21bai_1 190, a21oi_2 140, buf_4 400, nand3_1 490, mux2_2 430
==> stage by stage <==
stage | util, % | std cells | cell area, um^2 | hold slack [ps] | worst slack [ps]
floorplan | - | 423 | 6840 | 517 | 1290
global placement | 43.7 | 645 | 7270 | 542 | 4560
detailed placement | 43.7 | 645 | 7270 | 550 | 4480
CTS | 46.7 | 673 | 7770 | 563 | 4920
global route | 46.7 | 673 | 7770 | 582 | 4720
finish | 46.7 | 673 | 7770 | 561 | 4940
==> power by group through the flow <==
stage | Sequential (uW) | Clock (uW) | Combinational, uW
4_1_cts | 703 | 583 | 150
5_1_grt | 707 | 609 | 161
6_report | 703 | 574 | 148
==> metal layers <==
layer / up-vias / global-route usage (%)
met4: 0 / 2.81
met2: 164 / 29.4
met1: 2053 / 30.8
met5: - / 0
li1: 1814 / -
met3: 17 / 7.97
==> final cells by class <==
cell class,instances,area (um^2)
clock inverters,8,60.1
repair buffers,32,300
fillers,1392,8870
flip-flops and latches,136,4000
well taps,220,275
inverters,4,15.0
clock buffers,20,437
multi-input cells,253,2680
==> cell families (layout without fill, tap and decap cells) <==
group / count (synthesis) / after routing / share of synthesized area (%)
muxes: 124 / 124 / 25.0
and+or+nand+nor: 56 / 56 / 4.41
adders and majority gates: 2 / 2 / 0.366
AOI/OAI and AO/OA: 70 / 70 / 9.22
DFF: 136 / 136 / 58.5
xor gates and xnor gates: 1 / 1 / 0.128
buffers and inverters: 34 / 64 / 2.38
==> flip-flops by register name, summed over array words and instances (netlist names) <==
register / cells
read_data: 8
mem: 128
Power figures rest on the tool's default switching activity, not on a simulated workload.
